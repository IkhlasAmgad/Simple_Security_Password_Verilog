==> design/flow/design.v <==
module Comparator_ins(CLK_Comp,RST_Comp,EN_Comp,BUTTONS_Comp,Reg_in_Comp,Equal_Comp) ;
input CLK_Comp,RST_Comp,EN_Comp;
input [15:0]BUTTONS_Comp;
input  [15:0]Reg_in_Comp;
output wire  Equal_Comp;
wire [15:0]Reg_Out_Comp;
wire [15:0]OUT_DATA_Comp;
Top_Enc_Shift u11(.CLK(CLK_Comp),.RST(RST_Comp),.EN(EN_Comp),.BUTTONS(BUTTONS_Comp),.OUT_DATA(OUT_DATA_Comp));
Resgister u22(.clk(CLK_Comp),.rst(RST_Comp),.en(EN_Comp),.reg_in(Reg_in_Comp),.reg_out(Reg_Out_Comp));
Compartor u33(.a(OUT_DATA_Comp),.b(Reg_Out_Comp),.equal(Equal_Comp));
endmodule
module Compartor (
    input wire [15:0] a,
    input wire [15:0] b,
    output reg equal
    );
 always @(*)
	begin
        if (a==b)
        equal =1'b1;
		else
		equal=1'b0;
		end
endmodule
module Count_2_Proj(clk,rst,en,count,Admin_Lock);
input clk,rst,en;
output[1:0] count;
reg [1: 0]count_temp;
output reg Admin_Lock;
always@(posedge clk or posedge rst)
begin
if(rst)
begin
count_temp<=2'b00;
Admin_Lock<=1'b0;
end
else
if(en)
begin
if(count_temp==2'b10)
begin
Admin_Lock<=1'b1;
count_temp<=2'b00;
end
else
count_temp<=count_temp+2'b01;
end
end
assign count=count_temp;
endmodule
module Encoder_proj(Buttons,Out );
input [15:0]Buttons;
output reg [3:0]Out;
always@(*)
begin 
case(Buttons)
16'b0000_0000_0000_0001 : Out=4'b0000;   
16'b0000_0000_0000_0010 : Out=4'b0001;    
16'b0000_0000_0000_0100 : Out=4'b0010;   
16'b0000_0000_0000_1000 : Out=4'b0011;   
16'b0000_0000_0001_0000 : Out=4'b0100;   
16'b0000_0000_0010_0000 : Out=4'b0101;   
16'b0000_0000_0100_0000 : Out=4'b0110;   
16'b0000_0000_1000_0000 : Out=4'b0111;   
16'b0000_0001_0000_0000 : Out=4'b1000;   
16'b0000_0010_0000_0000 : Out=4'b1001;   
 default : Out=4'b0000;
endcase
end 
endmodule
module FSM_Proj(
input  wire        equal ,
input  wire        rst,
input  wire        clk,
output reg         unlock,
output reg         alarm
);
localparam  [2:0]    Reset=3'b110,
                     IDLE = 3'b000,
                     S1 = 3'b001,
                     S2 = 3'b011,
					 S3 = 3'b010,
					 ALARM=3'b111,
					 UNLOCK = 3'b100 ;
reg    [2:0]         current_state,
                     next_state ;
always @(posedge clk or posedge rst)
 begin
  if(rst)
   begin
     current_state <= Reset ;
   end
  else
   begin
     current_state <= next_state ;
   end
 end
always @(*)
 begin
  case(current_state)
  Reset:    begin
             if(equal==0|equal==1)
               next_state = IDLE ;		  
             end
  IDLE     : begin
             if(equal==0|equal==1)
               next_state = S1 ;		  
             end
  S1       : begin
            if(equal==0 |equal==1)
               next_state = S2 ;		  
             end	   
  S2     : begin
             if(equal==0|equal==1)
               next_state = S3 ;		  
             end	    
  S3    : begin
             if(equal)
			   next_state = UNLOCK ;
			  else 
               next_state = ALARM;
            end
  UNLOCK  : begin
               next_state = IDLE ;
            end	
  ALARM : begin
               next_state = IDLE ;
            end			
  default :   next_state = IDLE ;		 
  endcase
end	
always @(*)
 begin
  case(current_state)
  Reset:   begin
              unlock=1'b0 ;	
               alarm=1'b0;			  
             end
  IDLE     : begin
              unlock=1'b0 ;	
               alarm=1'b0;			  
             end
  S1       : begin
              unlock=1'b0 ;
			  alarm=1'b0;	
             end	
  S2     : begin
              unlock =1'b0 ;
              alarm=1'b0;				  
             end
  S3     : begin
              unlock =1'b0 ;
              alarm=1'b0;			  
             end
  UNLOCK   : begin  
              unlock = 1'b1 ;	
             end
  ALARM  : begin
              alarm = 1'b1 ;	
             end
  default  : begin
               alarm = 1'b0 ;
              unlock = 1'b0 ;
             end			  
  endcase
 end	
endmodule					 
module Resgister( clk,rst,en,reg_in,reg_out);
input clk,rst,en;
input [15:0]reg_in;
output reg [15:0]reg_out;
always @ (posedge clk or posedge rst)
begin
if (rst )
reg_out<= 16'b0;
else if (en)
reg_out<= reg_in;
end
endmodule
module Shift_Register(clk,rst,data_in,data_out,en);
input clk,en,rst;
input [3:0]data_in;
output wire [15:0]data_out;
reg [15:0]temp_out;
always@(posedge clk or posedge rst)
 begin
  if(rst)
   begin
     temp_out<=16'b0;
	 end
	 else if(en)
	 begin
	      temp_out<={data_in,data_out[15:4]};
	 end
 end
 assign data_out=temp_out;
 endmodule
module Top_Enc_Shift(CLK,RST,EN,BUTTONS,OUT_DATA);
input     CLK,RST,EN;
input     [15:0]BUTTONS;
output    [15:0]OUT_DATA;    
wire      [3:0]enc_out;
Encoder_proj  u1(.Buttons(BUTTONS), .Out(enc_out));
Shift_Register u2(.data_in(enc_out),.clk(CLK),.rst(RST),.en(EN),.data_out(OUT_DATA));
endmodule
module Top_FSM_Cnt(CLK_F,RST_F,Equal_F,Unlock_F,Admin_Lock_F,Alarm_F,Count_F);
input CLK_F,RST_F,Equal_F;
output Unlock_F,Admin_Lock_F,Alarm_F;
output [1:0]Count_F;
FSM_Proj U1(.clk(CLK_F),.rst(RST_F),.equal(Equal_F),.unlock(Unlock_F),.alarm(Alarm_F));
Count_2_Proj U11(.clk(CLK_F),.rst(RST_F),.en(Alarm_F),.count(Count_F),.Admin_Lock(Admin_Lock_F));
endmodule
module Top_Module_Proj(CLK_Top,RST_Top,EN_Top,BUTTONS_Top,Reg_in_Top,Unlock_Top,Alarm_Top,Admin_Lock_Top,Count_Top);
input CLK_Top,RST_Top,EN_Top;
input [15:0]BUTTONS_Top;
input [15:0]Reg_in_Top;
output Unlock_Top,Alarm_Top,Admin_Lock_Top;
output [1:0]Count_Top;
wire  Equal_Top;
Comparator_ins DUT_1(.CLK_Comp(CLK_Top),.RST_Comp(RST_Top),.EN_Comp(EN_Top)
                     ,.BUTTONS_Comp(BUTTONS_Top),.Reg_in_Comp(Reg_in_Top)
					 ,.Equal_Comp(Equal_Top));
Top_FSM_Cnt DUT_2(.CLK_F(CLK_Top),.RST_F(RST_Top),.Equal_F(Equal_Top)
                 ,.Unlock_F(Unlock_Top),.Admin_Lock_F(Admin_Lock_Top)
				 ,.Alarm_F(Alarm_Top),.Count_F(Count_Top));
endmodule
==> design/flow/run.sh <==
#!/bin/bash
# OpenROAD 26Q1-2900-gdf79404cd8, Yosys 0.63+post, stock flow scripts
make -C /OpenROAD-flow-scripts/flow DESIGN_CONFIG=/design/flow/config.mk WORK_HOME=/design/flow/orfs finish
==> design/flow/config.mk <==
export PLATFORM = sky130hd
export DESIGN_NAME = Top_Module_Proj
export DESIGN_NICKNAME = Top_Module_Proj
export VERILOG_FILES = /design/flow/design.v
export SDC_FILE = /design/flow/constraint.sdc
export NUM_CORES = 4
export LEC_CHECK = 1
export CORE_UTILIZATION = 50
==> design/flow/constraint.sdc <==
current_design Top_Module_Proj

set clk_period 1.5
set clk_io_pct 0.2

create_clock -name clk0 -period $clk_period [get_ports {CLK_Top}]

set non_clock_inputs [all_inputs -no_clocks]
set_input_delay [expr $clk_period * $clk_io_pct] -clock clk0 $non_clock_inputs
set_output_delay [expr $clk_period * $clk_io_pct] -clock clk0 [all_outputs]
==> results.yml <==
# yosys + openroad results
outcome:
  outcome: "finished clean"
critical_path:
  startpoint_type: "input port"
  crit_fanout: 3
  cp_data_arrival_time_ns: 1.71
  end_kind: "register"
  cp_num_buf_inv: 1
  crit_family: "simple AND/OR/NAND/NOR gates"
  worstSetupPathType: "in -> reg"
  required_ns: 1.72
  r2r_slack_ns: 0.18
  crit_chain: "clkdlybuf4s50_1, nor4_4, nand3_1, nor4_1, a22o_1"
  slowest_stage: "clkdlybuf4s50_1"
  crit_path_max_incr_delay_ns: 0.44
synthesis:
  adder_share_pct: 0
  yosysCellCount: 140
  mux_area_share_pct: 17.5
  top_area_cell: "dfrtp_1"
  synthCells: 140
  logic_family: "multiplexers"
  ys_seq_elements: 44
  netlist_top_cells_area: "dfrtp_1 55%, mux2_2 17%, xnor2_1 8.0%, o21ai_0 2.2%, nand4_1 1.7%"
  ys_chip_area_um2: 1860
  synthesis.area_um2: 1860
  ys_sh_xor_pct: 9.42
  top_area_share_pct: 55.2
  ys_sh_aoi_pct: 5.38
  ys_sh_simple_pct: 7.87
  ys_types: 28
  avgSynthCellArea_um2: 13.3
  ys.warnings.count: 6
sta:
  fin_skew_ns: 0.00659
  untimed_endpoints: 4
  setup_viol: 0
  whs_ns: 0.280
  max_freq_mhz: 670
  hold_viol_final: 0
  rsz0062_at_grt: "yes"
  unclocked_pins: 2
  period_minus_slack_ns: 1.49
  final_max_slew_viol_count: 0
  fin_crit_sh_pct: 99.5
clock_network:
  cts-root-buf: "clkbuf_8"
  cts_buffers: 5
  cts_hold_buffers: 0
  cts_max_path_buffers: 2
  htreeDepth: 2
  cts.reportedPaths.clkPinSlew_ns: 0.07
  cts_tree: "yes"
  clock.latency.late_pin_ns: 0.28
place:
  place_congestion: 0.848
  dpl.hpwl_mm: 2.37
  portBuffers: 39
min_path:
  hold_class: "in -> async"
pwr:
  peakVddDrop_mv: 0.785
  powerDensity_nw_per_um2: 929
  total_power_w: 0.00238
  power_leakage_nw: 1.07
floorplanning:
  io_pins: 40
  core_area_um2: 3440
  die-area_um2: 3970
  row_count: 21
  initCoreUtil_pct: 54.0
  fp.dieH_um: 63.0
  fp.dieW_um: 63.0
global_route:
  antenna_found_initial: 0
  grt.overflow.total: 0
  grt_pass1_wl_mm: 5.65
  grt_max_degree: 26
  grtUsageTotal_pct: 18.9
  grt_pass1_vias: 1261
route:
  wl_per_cell_um: 13.5
  via_per_inst: 5.27
  ant_nets: 0
  vias: 1286
  route.detailed.drc: 0
  antennaDiodeCount: 0
  routed_wl_mm: 3.31
  drt_iter0_drc: 71
  dr.pass1.iters: 4
job:
  drv_cap: 0
  tool_warnings: 27
cells_and_area:
  mostFrequentLayoutCells: "41 x dfrtp_1, 39 x clkdlybuf4s50_1, 28 x mux2_2"
  fillCellCount: 227
  final_common_cell: "dfrtp_1"
  layout-drive-gt1-share_pct: 27.8
  areaGrowthSynthToFinish_pct: 37.6
[worst register-to-register path: cells and delay by family (launching register included)]
kind             cells  cell delay, ns
XOR/XNOR             1            0.19
AND/OR/NAND/NOR      3            0.66
flip-flops           1            0.42
[registers in the layout, indices dropped and copies added (netlist names)]
signal / flops
DUT_2.U1.current_state: 7
DUT_2.U1.alarm: 1
DUT_2.U11.count_temp: 2
DUT_2.U11.Admin_Lock: 1
DUT_2.U1.unlock: 1
DUT_1.u11.u2.temp_out: 16
DUT_1.u22.reg_out: 16
[synthesized netlist by cell type]
| library cell | instances |
|---|---|
| nand2_1 | 1 |
| nand4_1 | 5 |
| a31o_2 | 1 |
| inv_1 | 3 |
| and2_1 | 1 |
| nand3_1 | 2 |
| nor3_1 | 2 |
| a21o_1 | 1 |
| nor4_1 | 4 |
| conb_1 | 1 |
| dlxtn_1 | 2 |
| or3_1 | 2 |
| nor2_1 | 3 |
| nand3b_1 | 3 |
| mux2i_1 | 1 |
| o32ai_1 | 1 |
| xor2_1 | 3 |
| mux2_2 | 28 |
| o21ai_0 | 8 |
| buf_2 | 3 |
| o2111ai_1 | 1 |
| dfrtp_1 | 41 |
| o2bb2ai_1 | 1 |
| a22o_1 | 2 |
| dfstp_2 | 1 |
| nor2b_1 | 1 |
| nor3b_1 | 1 |
| xnor2_1 | 17 |
[kinds of logic after synthesis]
group / count (synthesis)
flops: 42
mux: 29
compound gates: 15
other cells: 1
xor+xnor: 20
buf+inv: 6
latches: 2
simple gates: 25
[power breakdown]
group	total, W	switching, W	internal [W]
sequential	0.00121	0.0000297	0.00118
combinational	0.000300	0.000112	0.000188
clock	0.000869	0.000337	0.000532
[area by class of cell]
type	count	area, um2	area share (%)
clock inverters	1	30.0	1.17
well taps	46	57.6	2.25
repair buffers	54	515	20.1
multi-input cells	90	779	30.5
clock buffers	6	82.6	3.23
inverters	3	11.3	0.440
flip-flops and latches	44	1080	42.3
[per-stage QoR]
stage | util [%] | worst slack [ns] | instances | area [um2] | TNS, ns
4_1_cts | 73.3 | 0.0408 | 243 | 2520 | 0
3_3_place_gp | 70.0 | -0.189 | 236 | 2410 | -1.96
5_1_grt | 74.3 | -0.0550 | 244 | 2560 | -0.0550
3_5_place_dp | 70.0 | -0.221 | 236 | 2410 | -2.31
2_1_floorplan | - | 0.227 | 140 | 1860 | 0
6_report | 74.3 | 0.00794 | 244 | 2560 | 0
[path summary, 6_finish.rpt]
path	start	endpoint	cells after the start
min	RST_Top	DUT_2.U1.current_state[5]	2
max reg2reg	DUT_1.u11.u2.temp_out[5]	DUT_2.U1.current_state[2]	4
min reg2reg	DUT_2.U1.current_state[4]	DUT_2.U1.current_state[5]	0
max	BUTTONS_Top[13]	DUT_1.u11.u2.temp_out[14]	5
max in group asynchronous	RST_Top	DUT_1.u11.u2.temp_out[8]	3
min in group clk0	DUT_2.U1.current_state[4]	DUT_2.U1.current_state[5]	0
[repair_timing]
action / CTS / global route
gates resized: 0 / 4
buffers inserted: 0 / 1
setup endpoints to repair: 0 / 6
[routing by layer]
layer  wire length [um]  track usage, %  part of all wire (%)  vias to the layer above
li1                   -               -                     -                      613
met1               1620            30.9                    49                      633
met2               1490            28.4                    45                       38
met3                176            4.07                   5.3                        2
met4                 20            2.33                  0.61                        0
met5                  0               0                     0                        -
Power figures rest on the tool's default switching activity, not on a simulated workload.
